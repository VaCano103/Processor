`/design/flow/config.mk`:
```
export PLATFORM = sky130hd
export DESIGN_NAME = register_unit
export DESIGN_NICKNAME = register_unit
export VERILOG_FILES = /design/flow/design.v
export SDC_FILE = /design/flow/constraint.sdc
export NUM_CORES = 4
export LEC_CHECK = 1
export CORE_AREA = 10 10 573 573
export DIE_AREA = 0 0 583 583
export SYNTH_HDL_FRONTEND = slang
```
`/design/flow/constraint.sdc`:
```
current_design register_unit

set clk_period 6.2
set clk_io_pct 0.2

create_clock -name clk0 -period $clk_period [get_ports {clk}]

set non_clock_inputs [all_inputs -no_clocks]
set_input_delay [expr $clk_period * $clk_io_pct] -clock clk0 $non_clock_inputs
set_output_delay [expr $clk_period * $clk_io_pct] -clock clk0 [all_outputs]
```
`/design/flow/design.v`:
```
module register_unit (
    input  logic         clk,
    input  logic         rst_n,           
    input  logic         write_enable,    
    input  logic [4:0]   rs1,             
    input  logic [4:0]   rs2,             
    input  logic [4:0]   rd,              
    input  logic [31:0]  write_data,      
    output logic [31:0]  read_data1,      
    output logic [31:0]  read_data2,      
    output logic [31:0]  regs_debug [31:0]  
);
    logic [31:0] regs [31:0];
    assign regs_debug = regs;
    assign read_data1 = (rs1 == 5'd0) ? 32'd0 : regs[rs1];
    assign read_data2 = (rs2 == 5'd0) ? 32'd0 : regs[rs2];
    always_ff @(posedge clk or negedge rst_n) begin
        if (!rst_n) begin
            for (int i = 0; i < 32; i = i + 1) begin
                regs[i] <= 32'd0;
            end
        end else begin
            if (write_enable && (rd != 5'd0)) begin
                regs[rd] <= write_data;
            end
        end
    end
endmodule
```
`/design/flow/run.sh`:
```
#!/bin/bash
# OpenROAD 26Q1-2900-gdf79404cd8, Yosys 0.63+post, stock flow scripts
make -C /OpenROAD-flow-scripts/flow DESIGN_CONFIG=/design/flow/config.mk WORK_HOME=/design/flow/orfs finish
```
==> out/metrics.cfg <==
[placed_design]
io_buffer_count=1137
hpwlAfterDp_um=264000
routabilityCongestion=0.951
pre_cts_slack_ps=-30.7
placed_area_sq_um=71500

[clocking]
cts.reportedPaths.clkPinSlew_ps=50
insertion_delay_ps=800
cts_setup_buffers=0
htree_levels=4
cts_tree=built
root_buffer=clkbuf_16
numCtsBuffers=137
cts_num_sinks=1024
clockBufferDepth=4

[yosys]
yosys_area_sq_um=55400
synth-async-reset-ratio_pct=100
ys_cells=3613
synth_cells=3613
synth.avg_cell_area_sq_um=15.3
netlist.top_cell.by_area=dfrtp_1
yosysSeqAreaShare_pct=46.3
synth_cell_types=43
synth-edff-count=0
synthTopCellsByArea=dfrtp_1, mux2_2, mux4_2
ys.flop_type=dfrtp_1
synth_flops=1024
top_area_share_pct=46.3
ys_warn_count=0
synth_area_sq_um=55400

[setup_path]
crit_arrival_ps=4600
path_max_fanout=21
critPathKind=input pin to primary output
startpoint_type=input pin
endpoint_kind=primary output
rr_startpoint=regs_debug[394]
cp.required_ps=4960
worstSetupStartpoint=rs1[0]

[grt]
grt_max_degree=116
antenna_found_initial=45
grt_util_all_layers_pct=20.9
grt_pass1_wl_um=464000
grt_overflow=0
grt_pass1_vias=45055

[sta]
worstMarginPinSlew_ps=967
slew-limit-headroom_pct=35.1
setup_ws_ps=356
finalSetupViolCount=0
maxSlewViolCount=0
fin_crit_ps=5840
finClkSkew_ps=0
min_period_over_period_pct=94.3
finalHoldViolations=0
timing.fmax_mhz=171
rsz0062_at_grt=no

[drt]
wire_per_inst_um=39.9
finalWirelength_um=357000
dr.pass1.iters=7
viasPerCell=4.74
detail-route-antenna-nets=0
drtIter0Drc=2975
drc_errors=0
num_vias=42527

[run]
warnings=30
drv_cap=0

[die]
ioPinCount=1138
die_area_sq_um=340000
fp.coreArea_sq_um=315000
die_x_um=583
initCoreUtil_pct=17.6
rows=206
die_h_um=583

[power_and_ir_drop]
p_per_area_nw_per_um2=333
p_clk_share_pct=33.1
p_sw_mw=8.06
power_mw=25.4
p_leak_nw=30.8
internal-power_mw=17.3
switching_share_pct=31.7
seqPwrFrac_pct=38.3
peakVddDrop_mv=0.223
combPwrFrac_pct=28.7

[outcome]
status=finished clean

[cells_and_area]
layout-drive-gt1-share_pct=40.5
synthToLayoutAreaGrowth_pct=37.7
post-route-util_pct=24.2
design_area_sq_um=76300
largest_register_ffs=1024

[worst_hold_path]
holdCritPathClass=input pin to asynchronous set/reset pin

-- cell type report --
type | count | area [sq um]
fill | 32452 | 239000
multi-input combinational | 2162 | 27300
sequential | 1024 | 25600
timing repair buffer | 1360 | 13400
tap | 4160 | 5200
clock buffer | 191 | 3980
clock inverter | 49 | 673
antenna | 22 | 55.1
inverter | 2 | 17.5
-- logic make-up after synthesis --
group / after synthesis / share of synthesized area [%]
AND/OR/NAND/NOR: 162 / 1.62
buffers and inverters: 427 / 5.03
AND-OR/OR-AND: 368 / 4.77
multiplexers: 1632 / 42.3
flip-flops: 1024 / 46.3
-- per-stage QoR --
step	hold WS [ps]	setup TNS, ps	instances
6_report	359	0	8970
5_1_grt	348	0	8955
4_1_cts	305	0	8948
3_5_place_dp	418	-30.7	8708
3_3_place_gp	411	-35.5	8708
2_1_floorplan	438	0	3613
-- power groups by stage --
| stage | logic [mW] | registers [mW] | clock network [mW] |
|---|---|---|---|
| CTS | 7.41 | 9.68 | 8.59 |
| finish | 7.29 | 9.72 | 8.40 |
| global route | 7.75 | 9.88 | 8.81 |
-- placed cells by master (no fill, tap or decap), drive strengths merged, types with 12 or more instances in the layout --
master         instances
nand2                 48
dfrtp               1024
a311oi                64
bufinv                12
nor2b                 60
mux4                 448
o21ai                112
nor2                  23
clkdlybuf4s50       1122
mux2i                128
clkinv                21
clkbuf               192
buf                  237
o2111ai               16
diode                 22
a221oi                48
mux2                1056
a22oi                 64
a211oi                64
-- path summary, 6_finish.rpt --
check / cells past startpoint / endpoint / slack (ps)
max in group asynchronous: 3 / regs_debug[631] / 3860
worst max-delay path: 9 / read_data1[21] / 360
worst min-delay path: 1 / regs_debug[263] / 360
worst min register to register: 0 / regs_debug[24] / 430
min in group clk0: 0 / regs_debug[24] / 430
worst max register to register: 1 / regs_debug[394] / 5210
-- worst max-delay path, stage by stage --
cell	delay [ps]
clkbuf_8	390
and2b_4	370
buf_4	310
a221oi_1	390
o21ai_1	360
buf_4	260
a311oi_1	420
buf_4	190
clkdlybuf4s50_1	460
-- repair_timing --
action                                  4_1_cts  5_1_grt
hold buffers                                  0        0
hold endpoints to repair                      0        0
resized                                       1        0
endpoints found under the setup margin        1        0
-- Yosys cell counts, types with 60 or more instances --
cell type,n
mux2i_1,128
mux2_2,1012
buf_6,89
mux4_2,403
dfrtp_1,1024
nor2b_1,60
clkbuf_1,173
a22oi_1,64
a311oi_1,64
o21ai_1,97
buf_2,93
a211oi_1,64
-- layer usage --
| layer | track usage, % | wire length, um | vias up |
|---|---|---|---|
| met3 | 13.0 | 51400 | 716 |
| met1 | 24.0 | 128000 | 22486 |
| met2 | 30.6 | 154000 | 2904 |
| met5 | 0.896 | 430 | - |
| met4 | 10.3 | 23100 | 14 |
| li1 | - | - | 16407 |
Power figures rest on the tool's default switching activity, not on a simulated workload.
