==> flow/design.v <==
module font_renderer (
    input  wire        clk,
    input  wire [7:0]  ascii_code,    
    input  wire [3:0]  row_in_char,   
    input  wire [2:0]  col_in_char,   
    output wire        pixel_on       
);
    wire [10:0] rom_addr;
    wire [7:0]  rom_data;
    assign rom_addr = {ascii_code[6:0], row_in_char};  
    font_rom rom_inst (
        .clk(clk),           
        .addr(rom_addr),
        .data(rom_data)
    );
    assign pixel_on = rom_data[7 - col_in_char];
endmodule
module font_rom (
    input  wire        clk,
    input  wire [10:0] addr,
    output reg  [7:0]  data
);
    reg [7:0] mem [0:2047];
    initial begin
        integer i;
        for (i = 0; i < 2048; i = i + 1) begin
            mem[i] = 8'h00;
        end
        mem[38*16 + 3]  = 8'b00111000;
        mem[38*16 + 4]  = 8'b01101100;
        mem[38*16 + 5]  = 8'b01101100;
        mem[38*16 + 6]  = 8'b00111000;
        mem[38*16 + 7]  = 8'b01110110;
        mem[38*16 + 8]  = 8'b11011100;
        mem[38*16 + 9]  = 8'b11001100;
        mem[38*16 + 10] = 8'b01110110;
        mem[45*16 + 7] = 8'b11111110;
        mem[45*16 + 8] = 8'b11111110;
        mem[48*16 + 3]  = 8'b00111100;
        mem[48*16 + 4]  = 8'b01100110;
        mem[48*16 + 5]  = 8'b01100110;
        mem[48*16 + 6]  = 8'b01101110;
        mem[48*16 + 7]  = 8'b01110110;
        mem[48*16 + 8]  = 8'b01100110;
        mem[48*16 + 9]  = 8'b01100110;
        mem[48*16 + 10] = 8'b00111100;
        mem[49*16 + 3]  = 8'b00011000;
        mem[49*16 + 4]  = 8'b00111000;
        mem[49*16 + 5]  = 8'b00011000;
        mem[49*16 + 6]  = 8'b00011000;
        mem[49*16 + 7]  = 8'b00011000;
        mem[49*16 + 8]  = 8'b00011000;
        mem[49*16 + 9]  = 8'b00011000;
        mem[49*16 + 10] = 8'b01111110;
        mem[50*16 + 3]  = 8'b00111100;
        mem[50*16 + 4]  = 8'b01100110;
        mem[50*16 + 5]  = 8'b00000110;
        mem[50*16 + 6]  = 8'b00001100;
        mem[50*16 + 7]  = 8'b00011000;
        mem[50*16 + 8]  = 8'b00110000;
        mem[50*16 + 9]  = 8'b01100000;
        mem[50*16 + 10] = 8'b01111110;
        mem[51*16 + 3]  = 8'b00111100;
        mem[51*16 + 4]  = 8'b01100110;
        mem[51*16 + 5]  = 8'b00000110;
        mem[51*16 + 6]  = 8'b00011100;
        mem[51*16 + 7]  = 8'b00000110;
        mem[51*16 + 8]  = 8'b00000110;
        mem[51*16 + 9]  = 8'b01100110;
        mem[51*16 + 10] = 8'b00111100;
        mem[52*16 + 3]  = 8'b00001100;
        mem[52*16 + 4]  = 8'b00011100;
        mem[52*16 + 5]  = 8'b00111100;
        mem[52*16 + 6]  = 8'b01101100;
        mem[52*16 + 7]  = 8'b11001100;
        mem[52*16 + 8]  = 8'b11111110;
        mem[52*16 + 9]  = 8'b00001100;
        mem[52*16 + 10] = 8'b00001100;
        mem[53*16 + 3]  = 8'b01111110;
        mem[53*16 + 4]  = 8'b01100000;
        mem[53*16 + 5]  = 8'b01111100;
        mem[53*16 + 6]  = 8'b00000110;
        mem[53*16 + 7]  = 8'b00000110;
        mem[53*16 + 8]  = 8'b00000110;
        mem[53*16 + 9]  = 8'b01100110;
        mem[53*16 + 10] = 8'b00111100;
        mem[54*16 + 3]  = 8'b00111100;
        mem[54*16 + 4]  = 8'b01100110;
        mem[54*16 + 5]  = 8'b01100000;
        mem[54*16 + 6]  = 8'b01111100;
        mem[54*16 + 7]  = 8'b01100110;
        mem[54*16 + 8]  = 8'b01100110;
        mem[54*16 + 9]  = 8'b01100110;
        mem[54*16 + 10] = 8'b00111100;
        mem[55*16 + 3]  = 8'b01111110;
        mem[55*16 + 4]  = 8'b01100110;
        mem[55*16 + 5]  = 8'b00000110;
        mem[55*16 + 6]  = 8'b00001100;
        mem[55*16 + 7]  = 8'b00011000;
        mem[55*16 + 8]  = 8'b00011000;
        mem[55*16 + 9]  = 8'b00011000;
        mem[55*16 + 10] = 8'b00011000;
        mem[56*16 + 3]  = 8'b00111100;
        mem[56*16 + 4]  = 8'b01100110;
        mem[56*16 + 5]  = 8'b01100110;
        mem[56*16 + 6]  = 8'b00111100;
        mem[56*16 + 7]  = 8'b01100110;
        mem[56*16 + 8]  = 8'b01100110;
        mem[56*16 + 9]  = 8'b01100110;
        mem[56*16 + 10] = 8'b00111100;
        mem[57*16 + 3]  = 8'b00111100;
        mem[57*16 + 4]  = 8'b01100110;
        mem[57*16 + 5]  = 8'b01100110;
        mem[57*16 + 6]  = 8'b01100110;
        mem[57*16 + 7]  = 8'b00111110;
        mem[57*16 + 8]  = 8'b00000110;
        mem[57*16 + 9]  = 8'b01100110;
        mem[57*16 + 10] = 8'b00111100;
        mem[58*16 + 5] = 8'b00011000;
        mem[58*16 + 6] = 8'b00011000;
        mem[58*16 + 9] = 8'b00011000;
        mem[58*16 + 10] = 8'b00011000;
        mem[65*16 + 3]  = 8'b00011000;
        mem[65*16 + 4]  = 8'b00111100;
        mem[65*16 + 5]  = 8'b01100110;
        mem[65*16 + 6]  = 8'b01100110;
        mem[65*16 + 7]  = 8'b01111110;
        mem[65*16 + 8]  = 8'b01100110;
        mem[65*16 + 9]  = 8'b01100110;
        mem[65*16 + 10] = 8'b01100110;
        mem[66*16 + 3]  = 8'b01111100;
        mem[66*16 + 4]  = 8'b01100110;
        mem[66*16 + 5]  = 8'b01100110;
        mem[66*16 + 6]  = 8'b01111100;
        mem[66*16 + 7]  = 8'b01100110;
        mem[66*16 + 8]  = 8'b01100110;
        mem[66*16 + 9]  = 8'b01100110;
        mem[66*16 + 10] = 8'b01111100;
        mem[67*16 + 3]  = 8'b00111100;
        mem[67*16 + 4]  = 8'b01100110;
        mem[67*16 + 5]  = 8'b01100000;
        mem[67*16 + 6]  = 8'b01100000;
        mem[67*16 + 7]  = 8'b01100000;
        mem[67*16 + 8]  = 8'b01100000;
        mem[67*16 + 9]  = 8'b01100110;
        mem[67*16 + 10] = 8'b00111100;
        mem[68*16 + 3]  = 8'b01111000;
        mem[68*16 + 4]  = 8'b01101100;
        mem[68*16 + 5]  = 8'b01100110;
        mem[68*16 + 6]  = 8'b01100110;
        mem[68*16 + 7]  = 8'b01100110;
        mem[68*16 + 8]  = 8'b01100110;
        mem[68*16 + 9]  = 8'b01101100;
        mem[68*16 + 10] = 8'b01111000;
        mem[69*16 + 3]  = 8'b01111110;
        mem[69*16 + 4]  = 8'b01100000;
        mem[69*16 + 5]  = 8'b01100000;
        mem[69*16 + 6]  = 8'b01111100;
        mem[69*16 + 7]  = 8'b01100000;
        mem[69*16 + 8]  = 8'b01100000;
        mem[69*16 + 9]  = 8'b01100000;
        mem[69*16 + 10] = 8'b01111110;
        mem[70*16 + 3]  = 8'b01111110;
        mem[70*16 + 4]  = 8'b01100000;
        mem[70*16 + 5]  = 8'b01100000;
        mem[70*16 + 6]  = 8'b01111100;
        mem[70*16 + 7]  = 8'b01100000;
        mem[70*16 + 8]  = 8'b01100000;
        mem[70*16 + 9]  = 8'b01100000;
        mem[70*16 + 10] = 8'b01100000;
        mem[71*16 + 3]  = 8'b00111100;
        mem[71*16 + 4]  = 8'b01100110;
        mem[71*16 + 5]  = 8'b01100000;
        mem[71*16 + 6]  = 8'b01100000;
        mem[71*16 + 7]  = 8'b01101110;
        mem[71*16 + 8]  = 8'b01100110;
        mem[71*16 + 9]  = 8'b01100110;
        mem[71*16 + 10] = 8'b00111100;
        mem[72*16 + 3]  = 8'b01100110;
        mem[72*16 + 4]  = 8'b01100110;
        mem[72*16 + 5]  = 8'b01100110;
        mem[72*16 + 6]  = 8'b01111110;
        mem[72*16 + 7]  = 8'b01100110;
        mem[72*16 + 8]  = 8'b01100110;
        mem[72*16 + 9]  = 8'b01100110;
        mem[72*16 + 10] = 8'b01100110;
        mem[73*16 + 3]  = 8'b00111100;
        mem[73*16 + 4]  = 8'b00011000;
        mem[73*16 + 5]  = 8'b00011000;
        mem[73*16 + 6]  = 8'b00011000;
        mem[73*16 + 7]  = 8'b00011000;
        mem[73*16 + 8]  = 8'b00011000;
        mem[73*16 + 9]  = 8'b00011000;
        mem[73*16 + 10] = 8'b00111100;
        mem[74*16 + 3]  = 8'b00001110;
        mem[74*16 + 4]  = 8'b00000110;
        mem[74*16 + 5]  = 8'b00000110;
        mem[74*16 + 6]  = 8'b00000110;
        mem[74*16 + 7]  = 8'b00000110;
        mem[74*16 + 8]  = 8'b01100110;
        mem[74*16 + 9]  = 8'b01100110;
        mem[74*16 + 10] = 8'b00111100;
        mem[75*16 + 3]  = 8'b01100110;
        mem[75*16 + 4]  = 8'b01101100;
        mem[75*16 + 5]  = 8'b01111000;
        mem[75*16 + 6]  = 8'b01110000;
        mem[75*16 + 7]  = 8'b01111000;
        mem[75*16 + 8]  = 8'b01101100;
        mem[75*16 + 9]  = 8'b01100110;
        mem[75*16 + 10] = 8'b01100110;
        mem[76*16 + 3]  = 8'b01100000;
        mem[76*16 + 4]  = 8'b01100000;
        mem[76*16 + 5]  = 8'b01100000;
        mem[76*16 + 6]  = 8'b01100000;
        mem[76*16 + 7]  = 8'b01100000;
        mem[76*16 + 8]  = 8'b01100000;
        mem[76*16 + 9]  = 8'b01100000;
        mem[76*16 + 10] = 8'b01111110;
        mem[77*16 + 3]  = 8'b01100011;
        mem[77*16 + 4]  = 8'b01110111;
        mem[77*16 + 5]  = 8'b01111111;
        mem[77*16 + 6]  = 8'b01101011;
        mem[77*16 + 7]  = 8'b01100011;
        mem[77*16 + 8]  = 8'b01100011;
        mem[77*16 + 9]  = 8'b01100011;
        mem[77*16 + 10] = 8'b01100011;
        mem[78*16 + 3]  = 8'b01100110;
        mem[78*16 + 4]  = 8'b01110110;
        mem[78*16 + 5]  = 8'b01111110;
        mem[78*16 + 6]  = 8'b01111110;
        mem[78*16 + 7]  = 8'b01101110;
        mem[78*16 + 8]  = 8'b01100110;
        mem[78*16 + 9]  = 8'b01100110;
        mem[78*16 + 10] = 8'b01100110;
        mem[79*16 + 3]  = 8'b00111100;
        mem[79*16 + 4]  = 8'b01100110;
        mem[79*16 + 5]  = 8'b01100110;
        mem[79*16 + 6]  = 8'b01100110;
        mem[79*16 + 7]  = 8'b01100110;
        mem[79*16 + 8]  = 8'b01100110;
        mem[79*16 + 9]  = 8'b01100110;
        mem[79*16 + 10] = 8'b00111100;
        mem[80*16 + 3]  = 8'b01111100;
        mem[80*16 + 4]  = 8'b01100110;
        mem[80*16 + 5]  = 8'b01100110;
        mem[80*16 + 6]  = 8'b01111100;
        mem[80*16 + 7]  = 8'b01100000;
        mem[80*16 + 8]  = 8'b01100000;
        mem[80*16 + 9]  = 8'b01100000;
        mem[80*16 + 10] = 8'b01100000;
        mem[81*16 + 3]  = 8'b00111100;
        mem[81*16 + 4]  = 8'b01100110;
        mem[81*16 + 5]  = 8'b01100110;
        mem[81*16 + 6]  = 8'b01100110;
        mem[81*16 + 7]  = 8'b01100110;
        mem[81*16 + 8]  = 8'b01101010;
        mem[81*16 + 9]  = 8'b01101100;
        mem[81*16 + 10] = 8'b00110110;
        mem[82*16 + 3]  = 8'b01111100;
        mem[82*16 + 4]  = 8'b01100110;
        mem[82*16 + 5]  = 8'b01100110;
        mem[82*16 + 6]  = 8'b01111100;
        mem[82*16 + 7]  = 8'b01111000;
        mem[82*16 + 8]  = 8'b01101100;
        mem[82*16 + 9]  = 8'b01100110;
        mem[82*16 + 10] = 8'b01100110;
        mem[83*16 + 3]  = 8'b00111100;
        mem[83*16 + 4]  = 8'b01100110;
        mem[83*16 + 5]  = 8'b01100000;
        mem[83*16 + 6]  = 8'b00111100;
        mem[83*16 + 7]  = 8'b00000110;
        mem[83*16 + 8]  = 8'b00000110;
        mem[83*16 + 9]  = 8'b01100110;
        mem[83*16 + 10] = 8'b00111100;
        mem[84*16 + 3]  = 8'b01111110;
        mem[84*16 + 4]  = 8'b00011000;
        mem[84*16 + 5]  = 8'b00011000;
        mem[84*16 + 6]  = 8'b00011000;
        mem[84*16 + 7]  = 8'b00011000;
        mem[84*16 + 8]  = 8'b00011000;
        mem[84*16 + 9]  = 8'b00011000;
        mem[84*16 + 10] = 8'b00011000;
        mem[85*16 + 3]  = 8'b01100110;
        mem[85*16 + 4]  = 8'b01100110;
        mem[85*16 + 5]  = 8'b01100110;
        mem[85*16 + 6]  = 8'b01100110;
        mem[85*16 + 7]  = 8'b01100110;
        mem[85*16 + 8]  = 8'b01100110;
        mem[85*16 + 9]  = 8'b01100110;
        mem[85*16 + 10] = 8'b00111100;
        mem[86*16 + 3]  = 8'b01100110;
        mem[86*16 + 4]  = 8'b01100110;
        mem[86*16 + 5]  = 8'b01100110;
        mem[86*16 + 6]  = 8'b01100110;
        mem[86*16 + 7]  = 8'b01100110;
        mem[86*16 + 8]  = 8'b00111100;
        mem[86*16 + 9]  = 8'b00111100;
        mem[86*16 + 10] = 8'b00011000;
        mem[87*16 + 3]  = 8'b01100011;
        mem[87*16 + 4]  = 8'b01100011;
        mem[87*16 + 5]  = 8'b01100011;
        mem[87*16 + 6]  = 8'b01101011;
        mem[87*16 + 7]  = 8'b01111111;
        mem[87*16 + 8]  = 8'b01110111;
        mem[87*16 + 9]  = 8'b01100011;
        mem[87*16 + 10] = 8'b01100011;
        mem[88*16 + 3]  = 8'b01100110;
        mem[88*16 + 4]  = 8'b01100110;
        mem[88*16 + 5]  = 8'b00111100;
        mem[88*16 + 6]  = 8'b00011000;
        mem[88*16 + 7]  = 8'b00011000;
        mem[88*16 + 8]  = 8'b00111100;
        mem[88*16 + 9]  = 8'b01100110;
        mem[88*16 + 10] = 8'b01100110;
        mem[89*16 + 3]  = 8'b01100110;
        mem[89*16 + 4]  = 8'b01100110;
        mem[89*16 + 5]  = 8'b01100110;
        mem[89*16 + 6]  = 8'b00111100;
        mem[89*16 + 7]  = 8'b00011000;
        mem[89*16 + 8]  = 8'b00011000;
        mem[89*16 + 9]  = 8'b00011000;
        mem[89*16 + 10] = 8'b00011000;
        mem[90*16 + 3]  = 8'b01111110;
        mem[90*16 + 4]  = 8'b00000110;
        mem[90*16 + 5]  = 8'b00001100;
        mem[90*16 + 6]  = 8'b00011000;
        mem[90*16 + 7]  = 8'b00110000;
        mem[90*16 + 8]  = 8'b01100000;
        mem[90*16 + 9]  = 8'b01100000;
        mem[90*16 + 10] = 8'b01111110;
        mem[91*16 + 2]  = 8'b00111100;
        mem[91*16 + 3]  = 8'b00110000;
        mem[91*16 + 4]  = 8'b00110000;
        mem[91*16 + 5]  = 8'b00110000;
        mem[91*16 + 6]  = 8'b00110000;
        mem[91*16 + 7]  = 8'b00110000;
        mem[91*16 + 8]  = 8'b00110000;
        mem[91*16 + 9]  = 8'b00110000;
        mem[91*16 + 10] = 8'b00111100;
        mem[93*16 + 2]  = 8'b00111100;
        mem[93*16 + 3]  = 8'b00001100;
        mem[93*16 + 4]  = 8'b00001100;
        mem[93*16 + 5]  = 8'b00001100;
        mem[93*16 + 6]  = 8'b00001100;
        mem[93*16 + 7]  = 8'b00001100;
        mem[93*16 + 8]  = 8'b00001100;
        mem[93*16 + 9]  = 8'b00001100;
        mem[93*16 + 10] = 8'b00111100;
        mem[120*16 + 5]  = 8'b01100110;
        mem[120*16 + 6]  = 8'b01100110;
        mem[120*16 + 7]  = 8'b00111100;
        mem[120*16 + 8]  = 8'b00011000;
        mem[120*16 + 9]  = 8'b00111100;
        mem[120*16 + 10] = 8'b01100110;
        mem[120*16 + 11] = 8'b01100110;
    end
    always @(posedge clk) begin
        data <= mem[addr];
    end
endmodule
==> flow/run.sh <==
#!/bin/bash
# OpenROAD 26Q1-2900-gdf79404cd8, Yosys 0.63+post, stock flow scripts
make -C /OpenROAD-flow-scripts/flow DESIGN_CONFIG=/design/flow/config.mk WORK_HOME=/design/flow/orfs finish
==> flow/config.mk <==
export PLATFORM = sky130hd
export DESIGN_NAME = font_renderer
export DESIGN_NICKNAME = font_renderer
export VERILOG_FILES = /design/flow/design.v
export SDC_FILE = /design/flow/constraint.sdc
export NUM_CORES = 4
export LEC_CHECK = 1
export CORE_UTILIZATION = 50
export SYNTH_HDL_FRONTEND = slang
export SYNTH_MEMORY_MAX_BITS = 65536
==> flow/constraint.sdc <==
current_design font_renderer

set clk_period 4.9
set clk_io_pct 0.2

create_clock -name clk0 -period $clk_period [get_ports {clk}]

set non_clock_inputs [all_inputs -no_clocks]
set_input_delay [expr $clk_period * $clk_io_pct] -clock clk0 $non_clock_inputs
set_output_delay [expr $clk_period * $clk_io_pct] -clock clk0 [all_outputs]
==> run summary <==
The implementation run finished. The run finished with clean final reports. Number of violations of the max-capacitance limit landed at 0. Warnings raised by the tools during the run amount to 32. Overall chip area landed at 6681 sq um.

Final hold violation count landed at 0. Max-slew check failures listed in the final report amount to 0. The share of total power dissipated in combinational logic is between 60% and 70%. Cell internal power was estimated by the tool at 0.2254 mW.

Fraction of the yosys area taken by sequential cells landed at around 5.0%. Total routed wire length on the met1 layer landed at 5364 um. Initial antenna violation count landed at 0. Among all cell types in the netlist, the one instantiated most often is a21oi_1. Placement row count landed at 28.

STA classifies the critical path endpoint as a flip-flop. Count of clock tree sinks landed at 8. Remaining design rule violation count landed at 0. Average wire length per cell after detail routing landed at 25.47 um. Antenna repair during routing inserted a diode count of 0. Largest vdd supply drop landed at roughly 0.2 mV.

First-pass GRT wire length landed at 21570 um. Leakage component of the power landed at 1.138 nW. After synthesis, the mean cell area works out to roughly 6.3 sq um. TritonCTS built the clock tree.

The horizontal die dimension reported for this design is between 80 and 90 um. Number of register bits inferred by synthesis landed at 8. Areal power density over the cells landed at 137.3 nW/um^2. Top fanout value on the critical path landed at 18. Net switching share of the total power landed at between 50% and 60%. For this run, the top clock speed supported by timing is 244.2 MHz. Pin count of the biggest net entering global routing landed at 52. The longest clock path from root to sink contains 2 buffers.

The critical path in the final layout is reported with a setup slack of 0.8045 ns. The pin closest to its max-slew limit shows a slew of just under 0.9 ns. In the setup report, the worst path falls into the class input pin to flip-flop. The number of global-route vias before repair is 3785. Setup repair after global routing left no endpoint under its margin. After synthesis, the chip area reported by Yosys is 3179 sq um.

Data on the critical path arrives at its endpoint at 4.21 ns. Total global-route track usage landed at around 44%. Nets still carrying antenna violations after routing amount to 0. Yosys mapped a number of flops with a built-in enable equal to 0. The layout summary lists the proportion of cells stronger than drive strength 1 as 7.708%. Setup violation total in the final timing report landed at 0. The script extracted a net switching power of 0.2293 mW. More flip-flops sit in one register than any other, and that register is rom_inst.data. Number of hold buffers added after cts landed at 0. For the final routed database, the setup TNS stands at 0 ns. After floorplanning, the core was sized to cover 6026 sq um. The number of different library cells used by synthesis comes to 80. Number of placed instances with taps included landed at 552. STA classifies the critical path startpoint as an input pin.

Final global-route overflow total landed at 0. For this block, the initial DRC count from the detailed router was 691. The first detailed-routing pass took 7 iterations. Post-DP HPWL landed at just under 10000 um. For reference, the clock transition at the flip-flops on the worst setup and hold paths is 0.04 ns.

Per the run report, area growth between synthesis and finish was 4.172%. Wires add up to 14140 um. Worst endpoint required time landed at 5.01 ns. Number of H-tree branching levels landed at 1. In this run the most critical hold path is launched from ascii_code[6].

Looking at the clock tree report, the root buffer type is clkbuf_8. Minimum clock period after layout landed at 4.096 ns. Number of warnings issued by yosys landed at 0.

Post-route non-filler standard cell count landed at 555. The highest layer touched by signal routing is met4. Area fraction of the dominant cell type after synthesis landed at approximately 8.3%. The share of the core area taken by cells at floorplan is 52.76%. Worst setup slack after placement landed at 0.7885 ns. In this run, the clock network consumes 16.7% of the power. Buffers inserted during post-CTS setup optimization landed at 0. Yosys cell count landed at 501. The min-delay analysis places its worst path in the category input pin to flip-flop. Dividing the final minimum period by the clock period gives 83.58%. The script logs the ratio of routed vias to standard cells as 7.807. Summed over all nets, wire length on met2 after detailed routing comes to around 5600 um.

For reference, the critical path is launched at row_in_char[0]. Per the slew report, the remaining headroom to the max-slew limit stands at 41.16%. The cell count after synthesis came out at 501. Total power landed at between 0.4 and 0.5 mW.

Mapped cell area landed at 3179 sq um. Sorting the synthesized cells by area gives the leading types as a21oi_1, o21ai_0, nor2_1. Number of CTS-inserted buffers landed at 3. The die is slightly above 80 um tall. Ranked by instance count, the synthesized netlist is headed by a21oi_1, nor2_1, nand2_1. Wire length on met3 landed at between 2000 and 2500 um. Flip-flop count of the largest register, all copies and words added landed at 8. Of all cell types, the one taking the most synthesized area is a21oi_1.

The report lists the number of cells resized after CTS as 0. Number of vias after detailed routing landed at around 4300. Routability congestion estimate from global placement landed at 1.074. In the final layout, the registers with the most flip-flops are rom_inst.data (8). Share of total power in sequential cells landed at approximately 16%. 17 I/O pins were placed. Of all flip-flops after synthesis, the portion carrying an async set or reset was 0%.

Buffers placed on the I/O ports in this run total 15. Among all flip-flop cells after synthesis, the most frequent one is dfxtp_1.
layout make-up:
| cell class | count | area (sq um) |
|---|---|---|
| flip-flops and latches | 8 | 160.2 |
| fillers | 615 | 2714 |
| multi-input cells | 428 | 2724 |
| repair buffers | 31 | 255.2 |
| well taps | 75 | 93.84 |
| inverters | 10 | 37.54 |
| clock buffers | 3 | 41.29 |
per-layer routing:
layer | track usage, % | vias up
li1 | - | 1889
met1 | 61.20 | 1927
met2 | 64.88 | 424
met3 | 11.61 | 93
met4 | 20.18 | 0
met5 | 0 | -
cells by family after synthesis:
family	share of synthesized area, %
simple gates	31.29
xor+xnor	0.5511
fa+ha+maj	3.070
buf+inv	9.288
compound gates	46.36
flops	5.037
mux	4.408
final timing paths:
check / depth (start not counted) / slack [ns] / end
hold / removal: 3 / 1.53 / rom_inst.data[5]
setup / recovery: 10 / 0.80 / rom_inst.data[4]
power groups by stage:
stage / Combinational [mW] / Clock, mW / Sequential (mW)
final: 0.308 / 0.0760 / 0.0712
after global routing: 0.321 / 0.0807 / 0.0717
after CTS: 0.290 / 0.0767 / 0.0713
cell usage in the layout (no fill, tap or decap), types with 4 or more instances in the layout:
| master | netlist | routed |
|---|---|---|
| a2111oi_0 | 6 | 6 |
| a211oi_1 | 5 | 5 |
| a21o_1 | 5 | 5 |
| a21oi_1 | 53 | 53 |
| a221oi_1 | 4 | 4 |
| a311oi_1 | 4 | 4 |
| a31oi_1 | 13 | 13 |
| buf_4 | 3 | 16 |
| clkdlybuf4s50_1 | 0 | 12 |
| dfxtp_1 | 8 | 8 |
| ha_1 | 7 | 7 |
| inv_1 | 7 | 7 |
| mux2i_1 | 7 | 7 |
| nand2_1 | 40 | 40 |
| nand2b_1 | 14 | 14 |
| nand3_1 | 11 | 11 |
| nand3b_1 | 13 | 13 |
| nor2_1 | 47 | 47 |
| nor2b_1 | 15 | 15 |
| nor3_1 | 16 | 16 |
| nor4_1 | 6 | 6 |
| o211ai_1 | 15 | 15 |
| o21a_1 | 4 | 4 |
| o21ai_0 | 36 | 36 |
| o21ai_1 | 7 | 7 |
| o22ai_1 | 5 | 5 |
| o311ai_0 | 6 | 6 |
| o31ai_1 | 10 | 10 |
| or3_1 | 4 | 4 |
metrics by stage:
step	utilization (%)	hold WS, ns	cell area (sq um)
2_1_floorplan	-	1.131	3179
3_3_place_gp	54.28	1.792	3271
3_5_place_dp	54.28	1.759	3271
4_1_cts	54.96	1.530	3312
5_1_grt	54.96	1.524	3312
6_report	54.96	1.533	3312
critical path, cell delays in order:
cell             delay (ns)
clkdlybuf4s50_1        0.55
inv_1                  0.19
ha_1                   0.66
mux2i_2                0.15
buf_4                  0.22
nor3_1                 0.23
nor2_1                 0.08
o31ai_1                0.54
a21oi_1                0.23
o32ai_1                0.36
Power figures rest on the tool's default switching activity, not on a simulated workload.
